--- flow/run.sh ---
#!/bin/bash
# OpenROAD 26Q1-2900-gdf79404cd8, Yosys 0.63+post, stock flow scripts
make -C /OpenROAD-flow-scripts/flow DESIGN_CONFIG=/design/flow/config.mk WORK_HOME=/design/flow/orfs finish
--- flow/config.mk ---
export PLATFORM = sky130hd
export DESIGN_NAME = top_module
export DESIGN_NICKNAME = top_module
export VERILOG_FILES = /design/flow/design.v
export SDC_FILE = /design/flow/constraint.sdc
export NUM_CORES = 4
export LEC_CHECK = 1
export CORE_AREA = 10 10 70 70
export DIE_AREA = 0 0 80 80
--- flow/constraint.sdc ---
current_design top_module

set clk_period 1.0
set clk_io_pct 0.2

create_clock -name clk0 -period $clk_period [get_ports {clk}]

set non_clock_inputs [all_inputs -no_clocks]
set_input_delay [expr $clk_period * $clk_io_pct] -clock clk0 $non_clock_inputs
set_output_delay [expr $clk_period * $clk_io_pct] -clock clk0 [all_outputs]
--- flow/design.v ---
module top_module (
    input clk,
    input reset,    
    input x,
    output z
);
    reg [2:0] p_state,next_state;
    always @(*)
        begin
            case(p_state)
                3'b000: begin next_state=x? 3'b001:3'b000; z=0; end
                3'b001: begin next_state=x? 3'b100:3'b001; z=0; end
                3'b010: begin next_state=x? 3'b001:3'b010; z=0; end
                3'b011: begin next_state=x? 3'b010:3'b001; z=1; end
                3'b100: begin next_state=x? 3'b100:3'b011; z=1; end
            endcase
        end
    always @(posedge clk)
        begin
            if(reset)  p_state <= 3'b000; 
            else p_state <= next_state;
        end
endmodule
==> flow_metrics.rpt <==
RUN METRICS
----------------------------------------------------
[Logic synthesis]
  Library cell with the largest summed area after synthesis ........................ sky130_fd_sc_hd__dlxtn_1
  Number of synthesis warnings ........................ 6
  Mean instance size in the synthesized netlist ........................ roughly 10 um2
  Post-synthesis instance area ........................ about 220 um2
  Synth cell types ........................ 13
  Chip area in the Yosys report ........................ about 220 um2
  Synthesis-stage register bit count ........................ 7
  Top cell area share ........................ a little over a quarter
  Biggest area cells ........................ sky130_fd_sc_hd__dlxtn_1 (27%), sky130_fd_sc_hd__dfxtp_1 (27%), sky130_fd_sc_hd__nor2b_1 (8.4%), sky130_fd_sc_hd__xor2_1 (7.8%), sky130_fd_sc_hd__mux2i_1 (4.5%)
  Number of standard cells reported by yosys ........................ 22
  Number of instances in the synthesized netlist ........................ 22

[Worst hold path]
  Worst Hold Depth ........................ 2
  Hold-critical path endpoint ........................ p_state[1]$_SDFF_PP0_
  Startpoint of the tightest hold check path ........................ reset
  Min-delay worst type ........................ input pin to register

[Floorplan]
  Row count ........................ 21
  Standard cell core area ........................ 0.00342 mm2
  I/O pins ........................ 4
  Init Core Util ........................ 6.56%
  Die width ........................ around 80 um
  Height of the die ........................ ~80 um
  Full die area ........................ between 0.006 and 0.007 mm2

[Route]
  Vias after detailed routing ........................ about 160
  Post-route DRC violation count ........................ 0
  First-pass iteration count of the detailed router ........................ 2
  DRC marker count from the first detailed-route iteration ........................ 17
  Diode insertion count for antenna repair ........................ 0
  Final routed wire length divided by cell count ........................ between 5 and 6 um
  Routed vias/inst ........................ approximately 2.1
  Tally of nets with antenna violations remaining after routing ........................ 0
  Routed wire length ........................ 409 um

[Timing]
  Highest clock rate ........................ between 1.5 and 2 GHz
  Number of setup violations in the final report ........................ 0
  Post-layout min period ........................ ~0.64 ns
  Unrepaired setup endpoints after global routing ........................ no
  Headroom to the max-slew limit ........................ about 84%
  Count of endpoints without a timing constraint ........................ 5
  Number of register pins that no clock reaches ........................ 4
  Worst-Margin Slew ........................ between 0.2 and 0.25 ns
  Final Hold Vio Count ........................ 0
  Sum of negative setup slack ........................ 0 ns
  Fin Hold WS ........................ around 0.56 ns
  Final Cycle Share ........................ ~64%
  Pins over their slew limit ........................ 0

[Critical path]
  Worst EP required ........................ around 1.1 ns
  Crit Path Max Fanout ........................ 3
  Critical path cell sequence ........................ clkdlybuf4s50_1, nor2b_1
  CP Launch Type ........................ input pin
  Worst path bufs/invs ........................ 1
  CP arrival ........................ 0.76 ns
  Worst setup path category ........................ input pin to register
  Kind of end point of the critical path ........................ register
  CP max-delay cell ........................ sky130_fd_sc_hd__clkdlybuf4s50_1
  Largest delay contributor family on the critical path ........................ buffers and inverters
  Slowest Stage Delay on Critical Path ........................ around 0.5 ns

[Outcome]
  Result of the run ........................ complete, no violations

[Placement]
  Area after DPL ........................ 312 um2
  DP Cell Count ........................ between 70 and 80
  Placer's final routability congestion estimate ........................ roughly 0.67
  HPWL reported at the end of detailed placement ........................ roughly 320 um
  Buffers added on ports ........................ 3

[Job]
  Max-cap violations ........................ 0
  Tool warnings ........................ 25

[Layout]
  Layout cell share with drive strength beyond 1 ........................ 17.2%
  Most frequent standard cell in the layout excluding fill and tap cells ........................ sky130_fd_sc_hd__dlxtn_1
  Final-layout fill cell count ........................ 405
  Finished Cell Area ........................ between 300 and 400 um2
  Area growth, synth to finish ........................ 50.8%
  Core occupancy in the finished layout ........................ 9.89%
  Final instance count without filler cells ........................ around 75
  Most frequently placed logic cells in the final layout ........................ sky130_fd_sc_hd__dlxtn_1 (4), sky130_fd_sc_hd__nor2b_1 (3), sky130_fd_sc_hd__clkbuf_4 (3), sky130_fd_sc_hd__clkdlybuf4s50_1 (3), sky130_fd_sc_hd__dfxtp_1 (3)

[CTS]
  CTS tree ........................ done
  CTS Buffer Depth ........................ 2
  Cts repair resizes ........................ 0
  Cts bufs inserted ........................ 3
  Number of setup buffers added after CTS ........................ 0
  CTS Root Cell ........................ sky130_fd_sc_hd__clkbuf_4
  Post-cts hold buffer count ........................ 0
  Clock edge transition at the registers on the reported setup and hold paths ........................ approximately 0.04 ns
  Number of levels the H-tree was split into ........................ 1

[GRT]
  Maximum number of pins on one net before global-route repair ........................ 7
  Number of antenna violations at the first check in global routing ........................ 0
  Number of global-route vias before repair ........................ about 190
  First-pass GRT wire length ........................ 696 um
  Total overflow reported by the global router ........................ 0
  Gr usage total ........................ around 1.3%

[Pwr]
  Worst vdd rail ir drop ........................ 0.156 mV
  Power per cell area ........................ between 1000 and 1500 mW/mm2
  Static leakage ........................ around 0.00013 uW

----------------------------------------------------
registers in the layout, summed over array words and instances, names as in the netlist:
register,flops
next_state,3
z,1
p_state,3
kinds of logic after synthesis:
group / count (synthesis) / synth area share [%]
simple gates: 9 / 24.6
latches: 4 / 26.8
xor+xnor: 3 / 11.7
flops: 3 / 26.8
compound gates: 1 / 3.91
mux: 1 / 4.47
buf+inv: 1 / 1.67
where the power goes:
| group | switching (uW) | internal (uW) |
|---|---|---|
| registers | 2.66 | 124 |
| logic | 8.58 | 13.6 |
| clock network | 60.5 | 149 |
cells in the mapped netlist:
cell type	count
sky130_fd_sc_hd__dlxtn_1	4
sky130_fd_sc_hd__inv_1	1
sky130_fd_sc_hd__dfxtp_1	3
sky130_fd_sc_hd__and2b_2	1
sky130_fd_sc_hd__mux2i_1	1
sky130_fd_sc_hd__nor2_2	1
sky130_fd_sc_hd__nand2_1	2
sky130_fd_sc_hd__o32ai_1	1
sky130_fd_sc_hd__nand3b_1	1
sky130_fd_sc_hd__and3_1	1
sky130_fd_sc_hd__xnor2_1	1
sky130_fd_sc_hd__xor2_1	2
sky130_fd_sc_hd__nor2b_1	3
cell type report:
type	count	area, um2	area share, %
Clock buffer	4	26.3	7.78
Multi-Input combinational cell	14	100	29.6
Timing Repair Buffer	3	30.0	8.89
Inverter	1	3.75	1.11
Tap cell	46	57.6	17.0
Sequential cell	7	120	35.6
how the worst max path moves through the flow:
stage         start               endpoint  slack [ns]  depth (start not counted)
finish        reset  p_state[2]$_SDFF_PP0_        0.36                          2
global route  reset  p_state[2]$_SDFF_PP0_        0.33                          2
CTS           reset  p_state[2]$_SDFF_PP0_        0.36                          2
through the flow:
step | total power (uW) | setup WS (ns)
final | 358 | 0.361
after detailed placement | 150 | 0.113
after floorplan | 137 | 0.664
after global routing | 382 | 0.330
after global placement | 149 | 0.147
after CTS | 370 | 0.358
per-layer routing:
metal | global-route usage (%) | vias up | share of wire, %
met4 | 0.528 | 0 | 0
met2 | 1.69 | 4 | 34
met3 | 1.25 | 0 | 19
met1 | 1.41 | 71 | 46
li1 | - | 85 | -
met5 | 0 | - | 0
Power and IR drop assume default switching activity.
